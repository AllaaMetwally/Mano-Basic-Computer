[/design/flow/config.mk]
export PLATFORM = sky130hd
export DESIGN_NAME = BasicComputer
export DESIGN_NICKNAME = BasicComputer
export VERILOG_FILES = /design/flow/design.v
export SDC_FILE = /design/flow/constraint.sdc
export NUM_CORES = 4
export LEC_CHECK = 1
export CORE_UTILIZATION = 30
export SYNTH_HDL_FRONTEND = slang
[/design/flow/design.v]
`timescale 1ns / 1ps
module BasicComputer(IR,TR,DR,AC,PC,AR,clk,timeCount);
input clk;
output reg [15:0] IR;
output reg [15:0] TR;
output reg [15:0] DR;
output reg [15:0] AC;
output reg [11:0] PC;
output reg [11:0] AR;
reg [15:0] MEM [255:0];  
reg I;
reg E;
reg S;  
output reg [3:0] timeCount;  
initial
begin
timeCount <= 0;
IR <= 0;
TR <= 0;
DR <= 0;
AC <= 0;
PC <= 0;
AR <=0;
I<=0;
E<=0;
S <= 1;  
$readmemh("Memory_Data.txt", MEM);
end
always @(posedge clk)
begin 
	if (timeCount == 0) begin	
		AR <= PC;
		timeCount <= timeCount + 1; end
	else if (timeCount == 1) begin
		IR <= MEM[AR[7:0]]; 
		PC <= PC + 1;		
		timeCount <= timeCount + 1; end
	else if (timeCount == 2) begin
		AR <= IR[11:0];
		I <= IR[15];
		timeCount <= timeCount +1; end
	else begin
		if (IR[14:12] == 3'b111) begin
			if(I == 0) begin 
				if(AR[11] == 1) begin 
					AC <= 0;
					timeCount <= 0; end
				else if(AR[10] == 1) begin 
					E <= 0;
					timeCount <= 0; end
				else if(AR[9] == 1) begin  
					AC <= ~AC;
					timeCount <= 0; end
				else if(AR[8] == 1) begin 
					E <= ~E;
					timeCount <= 0; end
				else if(AR[7] == 1) begin 
					AC <= (AC >> 1); 
					AC[15] <= E;
					E <= AC[0];
					timeCount <= 0; end
				else if(AR[6] == 1) begin 
					AC <= (AC << 1);
					AC[0] <= E;
					E <= AC[15];
					timeCount <= 0; end
				else if(AR[5] == 1) begin  
					AC <= AC + 1;
					timeCount <= 0; end
				else if(AR[4] == 1) begin  
					if ( AC [15] == 0)
						PC <= PC +1;
					timeCount <= 0;
					end
				else if(AR[3] == 1) begin 
					if ( AC [15] == 1)
						PC <= PC +1;
					timeCount <= 0;
					end
				else if(AR[2] == 1) begin  
					if ( AC == 0)
						PC <= PC +1;
					timeCount <= 0;
					end
				else if(AR[1] == 1) begin  
					if ( E == 0)
						PC <= PC +1;
					timeCount <= 0;
					end
				else begin 
					S <= 0;
					timeCount <= 0; end
			end
		end		
		else begin  
			if(I == 1) begin 
				if (timeCount == 3) begin
					AR <= MEM[AR[7:0]]; 
					timeCount <= timeCount + 1; end
				else begin
					if(IR[14:12] == 3'b000) begin  
						if(timeCount == 4) begin
							DR <= MEM[AR[7:0]]; 
							timeCount <= timeCount + 1; end
						else begin
							AC <= (AC & DR);
							timeCount <= 0; end
					end
					else if(IR[14:12] == 3'b001) begin  
						if(timeCount == 4) begin
							DR <= MEM[AR[7:0]]; 
							timeCount <= timeCount + 1; end
						else begin
							{E,AC} <= AC + DR;
							timeCount <= 0; end
					end
					else if(IR[14:12] == 3'b010) begin  
						if(timeCount == 4) begin
							DR <= MEM[AR[7:0]]; 
							timeCount <= timeCount + 1; end
						else begin
							AC <= DR;
							timeCount <= 0; end
					end		
					else if(IR[14:12] == 3'b011) begin 
						MEM[AR[7:0]] <= AC ; 
						timeCount <= 0;
					end
					else if(IR[14:12] == 3'b100) begin  
						PC <= AR;
						timeCount <= 0;
					end
					else if(IR[14:12] == 3'b101) begin  
						if (timeCount == 4) begin
							MEM[AR[7:0]] <= PC; 
							AR <= AR + 1; end
						else begin
							PC <= AR;
							timeCount <= 0; end
					end		
					else if(IR[14:12] == 3'b110) begin  
						if (timeCount == 4) begin
							DR <= MEM[AR[7:0]]; 
							timeCount <= timeCount +1; end
						else if(timeCount ==5) begin
							DR <= DR +1;
							timeCount <= timeCount +1; end
						else begin
							MEM[AR[7:0]] <= DR; 
								if(DR == 0)
									PC <= PC +1;
							timeCount <= timeCount +1; end
				   end
			   end
			end
			if(I == 0) begin  
				if (timeCount == 3)
					timeCount <= timeCount + 1;  
				else begin
					if(IR[14:12] == 3'b000) begin  
						if(timeCount == 4) begin
							DR <= MEM[AR[7:0]]; 
							timeCount <= timeCount + 1; end
						else begin
							AC <= (AC & DR);
							timeCount <= 0; end
					end
					else if(IR[14:12] == 3'b001) begin 
						if(timeCount == 4) begin
							DR <= MEM[AR[7:0]];
							timeCount <= timeCount + 1; end
						else begin
							{E,AC} <= AC + DR;
							timeCount <= 0; end
					end		
					else if(IR[14:12] == 3'b010) begin 
						if(timeCount == 4) begin
							DR <= MEM[AR[7:0]];
							timeCount <= timeCount + 1; end
						else begin
							AC <= DR;
							timeCount <= 0; end
					end		
					else if(IR[14:12] == 3'b011) begin  
						MEM[AR[7:0]] <= AC ; 
						timeCount <= 0;
					end
					else if(IR[14:12] == 3'b100) begin  
						PC <= AR;
						timeCount <= 0;
					end
					else if(IR[14:12] == 3'b101) begin  
						if (timeCount == 4) begin
							MEM[AR[7:0]] <= PC; 
							AR <= AR + 1; end
						else begin
							PC <= AR;
							timeCount <= 0; end
					end		
					else if(IR[14:12] == 3'b110) begin  
						if (timeCount == 4) begin
							DR <= MEM[AR[7:0]]; 
							timeCount <= timeCount +1; end
						else if(timeCount ==5) begin
							DR <= DR +1;
							timeCount <= timeCount +1; end
						else  begin
							MEM[AR[7:0]] <= DR;
								if(DR == 0)
									PC <= PC +1;
							timeCount <= timeCount +1; end
					end
				end
			end
		end 		
	end 
end
endmodule
[/design/flow/run.sh]
#!/bin/bash
# OpenROAD 26Q1-2900-gdf79404cd8, Yosys 0.63+post, stock flow scripts
make -C /OpenROAD-flow-scripts/flow DESIGN_CONFIG=/design/flow/config.mk WORK_HOME=/design/flow/orfs finish
[/design/flow/constraint.sdc]
current_design BasicComputer

set clk_period 96.0
set clk_io_pct 0.2

create_clock -name clk0 -period $clk_period [get_ports {clk}]

set non_clock_inputs [all_inputs -no_clocks]
set_input_delay [expr $clk_period * $clk_io_pct] -clock clk0 $non_clock_inputs
set_output_delay [expr $clk_period * $clk_io_pct] -clock clk0 [all_outputs]
==> flow_summary.yaml <==
# generated from flow reports
cts:
  tritoncts: "built"
  htreeDepth: 5
  cts_buffers: 426
  clock_path_buffers: 4
  clkSinkCount: 4182
  insertion_delay_ps: 1030
  ctsHoldBuffers: 0
  cts-root-buf: "clkbuf_16"
  clk_pin_slew_ps: 60
  cts_resized: 0
  cts_setup_buffers: 0
synth:
  ff_type: "edfxtp_1"
  synth_seq_share_pct: 76.2
  ys_ff: 4182
  synthTopCellsByCount: "4174 x edfxtp_1, 1124 x mux4_2, 416 x nor2_1, 228 x clkbuf_1, 178 x nand2_1"
  ys_types: 83
  async_flop_share_pct: 0
  synthesis.area_sq_um: 165000
  topCellsByArea: "edfxtp_1 76%, mux4_2 15%, nor2_1 0.95%"
  edf_count: 4174
  ys_chip_area_sq_um: 165000
  syn_inst: 7681
  syn-mean-instance-area_sq_um: 21.5
  synth_area_leader_cell: "edfxtp_1"
  top_cell: "edfxtp_1"
  yosysWarnings: 0
  yosys_cells: 7681
  top_cell_area_share_pct: 76.1
pwr:
  max-vdd-ir-drop_mv: 0.0183
  leakagePower_nw: 67.3
  powerDensity_nw_per_um2: 18.9
die:
  die_w_um: 743
  fp_util_pct: 30.2
  row_count: 271
  io_pins: 93
  fp.coreArea_sq_um: 546000
  die_area_sq_um: 552000
  dieHeight_um: 743
final_timing:
  setup_violations: 0
  period_needed_ps: 21600
  period_used_pct: 22.5
  worst_pin_slew_ps: 1160
  slew_headroom_pct: 20.5
  fin_ws_ps: 74400
  whs_ps: 462
  drv_slew: 0
  fmax_mhz: 46.3
  hold_viol: 0
  finalSetupTns_ps: 0
  rsz0062_at_grt: "no"
  finClkSkew_ps: 101
global_routing:
  grt_max_degree: 134
  grt_usage_pct: 18.8
  overflow: 0
  grt_pass1_vias: 90900
  grt_pass1_wl_um: 683000
  antenna_found_initial: 18
detailed_routing:
  drt_wl_total_um: 484000
  first_pass_iters: 8
  drt_iter0_markers: 5981
  vias: 83000
  vias_per_cell: 5.22
  wire_per_inst_um: 30.4
  ant_nets: 0
  drc: 0
place:
  dpl.hpwl_um: 302000
  gp_congestion: 0.936
  preCtsSetupSlack_ps: 75410
  post_dp_cell_area_sq_um: 177000
  port_buffers: 76
setup_path:
  r2r-end: "DR[8]"
  r2r_slack_ps: 89040
  worstPathArrival_ps: 2400
  cp.required_ps: 76800
  cp_num_buf_inv: 1
  critPathSlowestCell: "edfxtp_1"
  critPathMaxStageDelay_ps: 860
  worstPathMaxFanout: 11
  r2r_cells: 12
  crit_path_start_kind: "flip-flop"
  crit_family: "flip-flops"
  critPathCaptureType: "output pin"
  criticalPathCategory: "flip-flop to output pin"
  worstPathCellList: "clkdlybuf4s50_1"
job:
  tool_warnings: 40
  cap_violations: 0
min_path:
  min-delay-start: "IR[15]"
  worst_hold_path_type: "flip-flop to flip-flop"
  hold_path_depth: 0
  worstHoldEndpoint: "I"
layout:
  layout-drive-gt1-share_pct: 29.2
  stdcell_area_sq_um: 191000
  area_delta_synth_final_pct: 16.0
  final_core_utilization_pct: 35.0
status:
  status: "finished, final reports clean"
layout by cell type (no fill, tap or decap), types with 15 or more instances in the layout:
cell type / Yosys / layout
o22ai_1: 49 / 49
buf_4: 73 / 569
nand4_1: 15 / 15
xnor2_1: 17 / 17
clkbuf_1: 228 / 72
o221ai_1: 16 / 16
ha_1: 29 / 29
nand2b_1: 19 / 16
nor2_1: 416 / 295
a21oi_1: 127 / 123
clkbuf_16: 0 / 427
a31oi_1: 24 / 23
clkinv_2: 0 / 95
a221oi_1: 85 / 85
and3_1: 19 / 19
clkinv_1: 1 / 95
a211oi_1: 35 / 35
mux2i_1: 95 / 95
edfxtp_1: 4174 / 4174
nor3_1: 33 / 32
a22oi_1: 134 / 134
a22o_1: 66 / 66
mux2_2: 21 / 21
nand3_1: 86 / 86
inv_1: 47 / 46
bufinv_16: 0 / 44
conb_1: 1 / 16
and2_1: 16 / 15
nand2_1: 178 / 169
nor2_2: 0 / 117
nor2b_1: 31 / 25
mux4_2: 1124 / 1124
clkdlybuf4s50_1: 0 / 76
o21ai_0: 120 / 117
per-layer routing:
metal | wire [um] | global-route usage (%) | share of wire [%] | vias up
li1 | - | - | - | 33900
met1 | 143000 | 18.8 | 29 | 41800
met2 | 218000 | 27.0 | 45 | 6369
met3 | 98500 | 17.3 | 20 | 954
met4 | 23400 | 6.77 | 4.8 | 43
met5 | 1660 | 2.31 | 0.34 | -
cells by family (layout without fill, tap and decap cells):
family	count (synthesis)	count (layout)	share of synthesized area, %
buffers and inverters	531	1485	1.59
and+or+nand+nor	869	869	2.34
xor gates and xnor gates	27	27	0.143
adders and majority gates	30	30	0.232
other	1	27	0.00228
AOI/OAI and AO/OA	801	801	3.45
muxes	1240	1240	16.1
DFF	4182	4182	76.2
worst max-delay path by stage:
| stage | depth (start not counted) | slack (ps) | to | from |
|---|---|---|---|---|
| 4_1_cts | 1 | 74390 | AR[11] | AR[11] |
| 5_1_grt | 1 | 74360 | AR[11] | AR[11] |
| 6_report | 1 | 74400 | AR[11] | AR[11] |
flip-flops by register name, indices dropped and copies added, names as in the netlist, 4 cells and up, named ones only:
register,count
PC,12
AC,16
AR,12
MEM,4096
DR,16
timeCount,4
IR,16
through the flow:
stage | total power [mW] | instances
after floorplan | 2.02 | 7696
after global placement | 2.02 | 15100
after detailed placement | 2.02 | 15100
after CTS | 3.64 | 15900
after global routing | 3.71 | 15900
final | 3.62 | 15900
area by class of cell:
cell class	instances	area (sq um)
Antenna cell	11	27.5
Clock buffer	499	11000
Clock inverter	280	2890
Fill cell	49300	355000
Inverter	50	195
Multi-Input combinational cell	2983	37300
Sequential cell	4182	126000
Tap cell	7234	9050
Timing Repair Buffer	656	5250
where the power goes:
part,switching [mW],internal (mW),total (mW)
logic,0.0000157,0,0.0000276
clock network,0.701,0.937,1.64
registers,0,1.98,1.98
Power and IR drop assume default switching activity.
